==> design.v <==
parameter N = 222;
parameter K = 216;
parameter f_thr=222'd232066203043628532565045340531182604896544238770765380550355483363 ;
parameter f_thr_3=222'd696198609130885597695136021593547814689632716312296141651066450089 ;
parameter x=222'd382328098827840353798812090398011096960826114630083924181921875993 ;
`timescale 1ns / 1ps
module adder#(parameter N = 8)(a,b,cin,s,cout);
input [N-1:0]a,b;
input cin;
output [N-1:0]s;
output cout;
assign {cout,s} = a+b+cin;
endmodule
==> run.sh <==
#!/bin/bash
# OpenROAD 26Q1-2900-gdf79404cd8, Yosys 0.63+post, stock flow scripts
make -C /OpenROAD-flow-scripts/flow DESIGN_CONFIG=/design/flow/config.mk WORK_HOME=/design/flow/orfs finish
==> config.mk <==
export PLATFORM = sky130hd
export DESIGN_NAME = adder
export DESIGN_NICKNAME = adder
export VERILOG_FILES = /design/flow/design.v
export SDC_FILE = /design/flow/constraint.sdc
export NUM_CORES = 4
export LEC_CHECK = 1
export CORE_AREA = 10 10 287 287
export DIE_AREA = 0 0 297 297
==> constraint.sdc <==
current_design adder

set clk_period 51.9
set clk_io_pct 0.2

create_clock -name clk0 -period $clk_period

set non_clock_inputs [all_inputs -no_clocks]
set_input_delay [expr $clk_period * $clk_io_pct] -clock clk0 $non_clock_inputs
set_output_delay [expr $clk_period * $clk_io_pct] -clock clk0 [all_outputs]
==> flow_summary.toml <==
# synthesis and place-and-route metrics
[layout]
filler_cell_count = 8408
combGateArea_um2 = 15200
design_area_um2 = 23600
drive_gt1_share_pct = 1.73
nFlopsAndLatches = 0
seqCellArea_um2 = 0
nClkBuffers = 0
layout-area-overhead-vs-synth_pct = 48.0

[timing]
finalSetupTns_ps = 0
final_min_period_ps = 26570
setup_repair_after_global_routing_missed_its_margin = "no"
maxSlewHeadroom_pct = 18.8
final-hold-violation-count = 0
fmax_ghz = 0.0376
finalCritPeriodShare_pct = 51.2
setup_slack_of_the_critical_path_after_layout_ps = 25330
max_transition_viols_final = 0
max_slew.worst_pin.slew_ps = 1210
finalSetupViolations = 0

[cts]
ctsResizeCount = 0
cts_hold_buffers = 0
post-cts-setup-buffers = 0

[synth]
top_cells_by_area = "sky130_fd_sc_hd__ha_1, sky130_fd_sc_hd__a21oi_1, sky130_fd_sc_hd__xnor2_1"
synth.yosys.warnings = 0
yosys.cell_count.top_type = "sky130_fd_sc_hd__a21oi_1"
ys_top_cells_by_count = "sky130_fd_sc_hd__a21oi_1, sky130_fd_sc_hd__nand2_1, sky130_fd_sc_hd__nor2_1"
synth_sequential_area_ratio_pct = 0
yosys_area_um2 = 16000
ys_cells = 2553
syn-mean-instance-area_um2 = 6.25
synth.cell_area_um2 = 16000
synth_instances = 2553
synth_cell_type_count = 81
synth_largest_type_area_fraction_pct = 17.3
synth.largest_area_cell = "sky130_fd_sc_hd__ha_1"

[run]
stage_log_warnings = 32
max-cap-violations = 0

[setup_path]
startpoint_type = "primary input"
cp.required_ps = 41520
timing.critical_path.fanout_max = 4
crit_path_end_kind = "output pin"
cp.arrival_ps = 16190
type_of_the_worst_setup_path = "primary input to output pin"

[die]
die_h_um = 297
core-area_um2 = 75900
floorplan.rows = 101
chipArea_um2 = 88200
ioPinCount = 668
die_width_um = 297
floorplanUtilization_pct = 21.0

[route]
route.detailed.drc = 0
drt-vias-per-instance = 5.44
first_iter_violations = 1944
routed-via-count = 22600
final_antenna_net_count = 0
drt_first_pass_iters = 7
avgRoutedWirePerCell_um = 27.0
detail_route.wirelength_um = 112000

[outcome]
run_status = "finished, final reports clean"

[global_route]
grt_start_max_net_pins = 13
antenna_found_initial = 20
grt_pass1_vias = 22000
grt_pass1_wl_um = 158000
grt.overflow.total = 0
gr-usage-all-layers_pct = 24.2

[place]
post_dp_cell_area_um2 = 23600
port_buffers = 668
place_congestion = 1.00
dp_hpwl_um = 102000
pre_cts_ws_ps = 25410

[worst_hold_path]
hold_path_startpoint = "cin"
min_path_type = "primary input to output pin"
min_delay_worst_endpoint = "s[0]"
hold_depth = 3

[pwr]
power_density_nw_per_um2 = 15.7
vdd_drop_max_mv = 0.00812
total_leakage_power_nw = 8.77
-- where the power goes --
group | switching (W) | internal (W) | total, W
clock network | 0 | 0.0000000000389 | 0.0000000000390
registers | 0 | 0 | 0
logic | 0.000198 | 0.000173 | 0.000371
total | 0.000198 | 0.000173 | 0.000371
-- stage by stage --
stage                     total power [W]  util, %  instances  hold slack [ps]
after floorplan                  0.000156        -       2553            20860
after global placement           0.000369     31.0       4147            21850
after detailed placement         0.000366     31.0       4147            21860
after CTS                        0.000369     31.0       4147            21870
after global routing             0.000396     31.1       4162            21890
final                            0.000371     31.1       4162            21860
-- routing by layer --
| metal | share of wire, % | vias up | global-route usage, % |
|---|---|---|---|
| li1 | - | 10700 | - |
| met1 | 44 | 10700 | 33.0 |
| met2 | 44 | 1082 | 37.3 |
| met3 | 9.2 | 107 | 7.26 |
| met4 | 2.2 | 8 | 5.16 |
| met5 | 0.045 | - | 0 |
-- worst max-delay path: stages --
cell                              delay (ps)
sky130_fd_sc_hd__clkdlybuf4s50_1         460
sky130_fd_sc_hd__fa_1                    490
sky130_fd_sc_hd__inv_1                    90
sky130_fd_sc_hd__fa_1                    210
sky130_fd_sc_hd__nor2b_1                  70
sky130_fd_sc_hd__o31a_1                  300
sky130_fd_sc_hd__o2111ai_1               290
sky130_fd_sc_hd__a311oi_1                200
sky130_fd_sc_hd__o2111ai_1               260
sky130_fd_sc_hd__nand3_1                 340
sky130_fd_sc_hd__a21oi_1                 610
sky130_fd_sc_hd__o21ai_1                 350
sky130_fd_sc_hd__a31oi_1                 550
sky130_fd_sc_hd__o211ai_1                330
sky130_fd_sc_hd__a21o_1                  280
sky130_fd_sc_hd__a311oi_1                350
sky130_fd_sc_hd__clkdlybuf4s50_1         620
-- cells in the final DEF, fill, tap and decap left out, types with 5 or more instances in the layout --
| cell | synthesis | layout |
|---|---|---|
| sky130_fd_sc_hd__o21bai_1 | 84 | 84 |
| sky130_fd_sc_hd__a41oi_1 | 5 | 5 |
| sky130_fd_sc_hd__xnor2_1 | 138 | 138 |
| sky130_fd_sc_hd__o21ai_0 | 235 | 235 |
| sky130_fd_sc_hd__nand2b_1 | 7 | 7 |
| sky130_fd_sc_hd__o211ai_1 | 12 | 12 |
| sky130_fd_sc_hd__nor4_1 | 23 | 23 |
| sky130_fd_sc_hd__nand4_1 | 129 | 129 |
| sky130_fd_sc_hd__a211oi_1 | 10 | 10 |
| sky130_fd_sc_hd__o21ai_1 | 24 | 24 |
| sky130_fd_sc_hd__inv_1 | 77 | 77 |
| sky130_fd_sc_hd__a31oi_1 | 28 | 28 |
| sky130_fd_sc_hd__o21a_1 | 33 | 33 |
| sky130_fd_sc_hd__or2_2 | 10 | 10 |
| sky130_fd_sc_hd__and2_1 | 10 | 10 |
| sky130_fd_sc_hd__or3_1 | 8 | 8 |
| sky130_fd_sc_hd__xor2_1 | 76 | 76 |
| sky130_fd_sc_hd__nor3_1 | 66 | 66 |
| sky130_fd_sc_hd__ha_1 | 221 | 221 |
| sky130_fd_sc_hd__o31ai_1 | 16 | 16 |
| sky130_fd_sc_hd__a221oi_1 | 15 | 15 |
| sky130_fd_sc_hd__a21o_1 | 87 | 87 |
| sky130_fd_sc_hd__clkdlybuf4s50_1 | 0 | 668 |
| sky130_fd_sc_hd__nor2_1 | 245 | 245 |
| sky130_fd_sc_hd__a21boi_0 | 12 | 12 |
| sky130_fd_sc_hd__nand3_1 | 43 | 43 |
| sky130_fd_sc_hd__diode_2 | 0 | 15 |
| sky130_fd_sc_hd__nor2b_1 | 10 | 10 |
| sky130_fd_sc_hd__a21oi_1 | 393 | 393 |
| sky130_fd_sc_hd__o31a_1 | 8 | 8 |
| sky130_fd_sc_hd__buf_4 | 0 | 9 |
| sky130_fd_sc_hd__and3_1 | 11 | 11 |
| sky130_fd_sc_hd__o221ai_1 | 5 | 5 |
| sky130_fd_sc_hd__nand2_1 | 306 | 306 |
| sky130_fd_sc_hd__and4_1 | 13 | 13 |
-- how the worst max path moves through the flow --
stage,from,endpoint,slack (ps),depth (start not counted)
4_1_cts,a[0],s[192],25350,17
5_1_grt,a[0],s[192],25090,17
6_report,a[0],s[192],25330,17
-- cell families (layout without fill, tap and decap cells) --
| kind of cell | Yosys count | in the layout | share of synthesized area [%] |
|---|---|---|---|
| xor+xnor | 214 | 214 | 11.8 |
| other cells | 0 | 15 | 0 |
| fa+ha+maj | 223 | 223 | 17.6 |
| simple gates | 896 | 896 | 26.2 |
| compound gates | 1029 | 1029 | 39.9 |
| mux | 1 | 1 | 0.0628 |
| buf+inv | 190 | 754 | 4.49 |
-- cell type report --
cell class / instances / area share (%)
diodes: 15 / 0.159
inverters: 77 / 1.22
multi-input cells: 2363 / 64.5
well taps: 1030 / 5.46
repair buffers: 677 / 28.6
Power figures rest on the tool's default switching activity, not on a simulated workload.
