File: flow/run.sh
#!/bin/bash
# OpenROAD 26Q1-2900-gdf79404cd8, Yosys 0.63+post, stock flow scripts
make -C /OpenROAD-flow-scripts/flow DESIGN_CONFIG=/design/flow/config.mk WORK_HOME=/design/flow/orfs finish
File: flow/config.mk
export PLATFORM = sky130hd
export DESIGN_NAME = add2
export DESIGN_NICKNAME = add2
export VERILOG_FILES = /design/flow/design.v
export SDC_FILE = /design/flow/constraint.sdc
export NUM_CORES = 4
export LEC_CHECK = 1
export CORE_AREA = 10 10 191 191
export DIE_AREA = 0 0 201 201
File: flow/constraint.sdc
current_design add2

set clk_period 35.8
set clk_io_pct 0.2

create_clock -name clk0 -period $clk_period

set non_clock_inputs [all_inputs -no_clocks]
set_input_delay [expr $clk_period * $clk_io_pct] -clock clk0 $non_clock_inputs
set_output_delay [expr $clk_period * $clk_io_pct] -clock clk0 [all_outputs]
File: flow/design.v
parameter N = 222;
parameter K = 216;
parameter f_thr=222'd232066203043628532565045340531182604896544238770765380550355483363 ;
parameter f_thr_3=222'd696198609130885597695136021593547814689632716312296141651066450089 ;
parameter x=222'd382328098827840353798812090398011096960826114630083924181921875993 ;
`timescale 1ns / 1ps
module add2#(parameter N=222)(sin,gin,fin,d1,s);
input [N/3-1:0] sin,gin,fin,d1;
output [5*N/6-1:0]s;
assign s[N/3-1:0] = sin;
wire [N/6:0]co1;
assign {co1,s[N/2-1:N/3]} = gin+{fin,1'b0};
assign s[N*5/6-1:N/2] = co1+d1;
endmodule
==> flow_summary_export.csv <==
group,metric,value,unit
status,status,"complete, no violations",
floorplanning,fp_util,0.224,
floorplanning,die_area,40400,sq um
critical_path,slowest_delay,0.51,ns
yosys,syn_area,7260,sq um
yosys,top_area_cell,"ha_1",
route,wl_per_cell,17.5,microns
clocking,cts_resized,0,
route,totalWireLength,30.2,mm
critical_path,worstPathMaxFanout,5,
route,drt_pass1_iterations,5,
timing,tightestPinTransition,0.727,ns
placement,dp_cells,1727,
route,drtIter0Drc,430,
final_layout,seq_area,0,sq um
floorplanning,die_height,201,microns
final_layout,clkbuf_count,0,
timing,fmax,47.4,MHz
placement,gp_congestion,0.930,
yosys,ys_area,7260,sq um
power,p_per_area,27.5,nW/um^2
floorplanning,rows,66,
hold_path,hold_path_class,"input port to output port",
critical_path,cp_slowest_cell,"clkdlybuf4s50_1",
hold_path,hold_path_startpoint,"sin[0]",
timing,setup-violations-final,0,
yosys,top_cell_area_share,0.193,
timing,fin_crit,21.08,ns
placement,io_buffers,331,
timing,slew_headroom,0.509,
hold_path,holdPathEnd,"s[0]",
route,route.detailed.vias_per_inst,4.85,
placement,dpl.hpwl,27.5,mm
yosys,yosysSeqAreaShare,0,
critical_path,cp_data_required_time,28.64,ns
yosys,top_cells_by_count,"ha_1, a21oi_1, xnor2_1, nand2_1, nor2_1",
floorplanning,chipWidth,201,microns
yosys,syn_inst,1049,
hold_path,min_path_cells,0,
grt,antenna_found_initial,5,
yosys,yosys-top-cells-area,"ha_1, xnor2_1, buf_4",
critical_path,worstPathArrival,13.92,ns
final_layout,num-fill-cells,3439,
grt,grt_pass1_wl,47.3,mm
final_layout,seq_cells,0,
timing,slew_viol_final,0,
timing,tns,0,ns
timing,rsz0062_at_grt,"false",
yosys,ys_warn_count,0,
final_layout,syn_to_final_growth,44.3,%
yosys,synth.most_common_cell,"ha_1",
floorplanning,core-area,32500,sq um
job,warning_count,33,
grt,first_global_vias,8515,
final_layout,final_core_util,0.323,
grt,grt.overflow.total,0,
route,final_antenna_net_count,0,
final_layout,comb_area,6450,sq um
timing,holdWs,14.32,ns
critical_path,critPathLaunchType,"input port",
grt,grt_max_degree,16,
floorplanning,pin_count,481,
timing,hold_violations,0,
clocking,cts_setup_buffers,0,
grt,grtUsageTotal,0.145,
critical_path,end_kind,"output port",
critical_path,crit_type,"input port to output port",
route,via_count,8405,
job,drv_cap,0,
timing,fin_crit_sh,0.589,
route,drc,0,
power,leakagePower,4.19,nW
final_layout,stdcell_count,1732,
yosys,syn-mean-instance-area,6.92,sq um
power,irDropWorstVdd,10.4,uV
final_layout,drive_gt1_frac,0.0233,
yosys,synth_cell_type_count,68,
yosys,ys_cells,1049,
clocking,cts_hold_buf,0,
-- where the power goes --
part | internal (mW) | total (mW) | switching (mW)
Clock | 0.0000000187 | 0.0000000188 | 0
Combinational | 0.158 | 0.288 | 0.130
Sequential | 0 | 0 | 0
-- layout make-up --
cell class / count / share of cell area
Inverter: 36 / 0.0129
Antenna cell: 5 / 0.00120
Multi-Input combinational cell: 917 / 0.616
Tap cell: 442 / 0.0528
Timing Repair Buffer: 332 / 0.317
-- layout by cell type (no fill, tap or decap), types with 5 or more instances in the layout --
master and instances:
clkdlybuf4s50_1 331, ha_1 112, a21oi_1 110, xnor2_1 98, nand2_1 87, nor2_1 78
o21ai_0 53, a21o_1 45, nand3_1 41, xor2_1 41, inv_1 36, nand4_1 32
nor3_1 21, o21ai_1 17, o21bai_1 17, nor2b_1 13, and3_1 12, a211oi_1 11
nand2b_1 11, a31oi_1 10, and2_1 8, o21a_1 7, o31ai_1 6, diode_2 5
a221oi_1 5, o211ai_1 5
-- cell families (layout without fill, tap and decap cells) --
family / after synthesis / count (layout) / synth area share
adders and majority gates: 114 / 114 / 0.199
muxes: 1 / 1 / 0.00155
and+or+nand+nor: 330 / 330 / 0.222
other: 0 / 5 / 0
buffers and inverters: 132 / 368 / 0.111
AOI/OAI and AO/OA: 333 / 333 / 0.299
xor gates and xnor gates: 139 / 139 / 0.168
-- metal layers --
layer	routed length (microns)	up-vias	GRT usage
met4	266	0	0.0208
met5	0	-	0
met1	12700	3819	0.176
met3	2010	22	0.0304
li1	-	4260	-
met2	15300	304	0.260
-- through the flow --
step	setup slack, ns	cell area [sq um]	total power [mW]
after global routing	14.07	10500	0.318
after CTS	14.66	10500	0.291
after detailed placement	14.69	10500	0.289
after floorplan	16.55	7260	0.149
final	14.72	10500	0.288
after global placement	14.71	10500	0.290
-- worst max-delay path, delay by kind of cell --
kind,cells,cell delay [ns]
AOI/OAI and AO/OA,15,3.92
adders and majority gates,3,0.95
xor gates and xnor gates,2,0.31
buffers and inverters,2,0.91
and+or+nand+nor,5,0.65
-- worst max-delay path by stage --
| stage | cells after the start | start | end |
|---|---|---|---|
| after CTS | 27 | gin[1] | s[175] |
| final | 27 | gin[1] | s[175] |
| after global routing | 27 | gin[1] | s[183] |
Power is estimated from default activity; no workload was simulated.
